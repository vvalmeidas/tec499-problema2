File: ./config.mk
export PLATFORM = sky130hd
export DESIGN_NAME = Inicializador_LCD
export DESIGN_NICKNAME = Inicializador_LCD
export VERILOG_FILES = /design/flow/design.v
export SDC_FILE = /design/flow/constraint.sdc
export NUM_CORES = 4
export LEC_CHECK = 1
export CORE_UTILIZATION = 50
File: ./constraint.sdc
current_design Inicializador_LCD

set clk_period 2.8
set clk_io_pct 0.2

create_clock -name clk0 -period $clk_period [get_ports {Clock}]

set non_clock_inputs [all_inputs -no_clocks]
set_input_delay [expr $clk_period * $clk_io_pct] -clock clk0 $non_clock_inputs
set_output_delay [expr $clk_period * $clk_io_pct] -clock clk0 [all_outputs]
File: ./design.v
module	Inicializador_LCD(
			Clock,
			Reset,
			Modo,
			Estado,
			Enable,
			RS,
			RW,
			Dados,
			Inicializado
	);
	reg[23:0]	contador = 24'd0;
	reg			estado_anterior;
	input					Clock;	
	input					Reset;	
	input					Modo;		 
	output[2:0]			Estado;
	output			 	Enable;
	output				RS;
	output				RW;
	output				Inicializado;
	output[7:0]			Dados;
	parameter [2:0] 	WAIT_30MS = 3'b000,
							FUNCTION_SET = 3'b001,
							WAIT_39US = 3'b010,
							DISPLAY_ONOFF = 3'b011,
							DISPLAY_CLEAR = 3'b100,
							WAIT_153MS = 3'b101,
							ENTRY_MODE_SET = 3'b110,
							FINISH_INITIALIZATION = 3'b111;	
	reg[2:0]		estado, proximo;
	reg[7:0]		dados;
	reg[23:0]	contador_temp;
	reg			enable, rs;
	always @(posedge Clock or negedge Reset) begin
		if(!Reset)	estado <= WAIT_30MS;
		else begin
			contador <= contador_temp;
			estado <= proximo;
		end
	end
	always @(estado) begin
		case(estado)
			WAIT_30MS: begin
				enable = 1'b1;
				dados = 8'b00000000;
				if(contador == 24'd8000000) begin
					contador_temp = 1'd0;
					proximo = FUNCTION_SET;
				end else begin
					contador_temp = contador + 1'd1;
					proximo = WAIT_30MS;
				end
			end
			FUNCTION_SET:	begin
				enable = 1'b0;
				dados = 8'b000001XX;
				estado_anterior = estado;
				proximo = WAIT_39US;
			end
			WAIT_39US: begin
				enable = 1'b1;
				dados = 8'b00000000;
				if(contador == 24'd8000)	begin
					contador_temp = 1'd0;
					if(estado_anterior == FUNCTION_SET)	proximo = DISPLAY_ONOFF;
					else											proximo = DISPLAY_CLEAR;
				end else	begin
					contador_temp = contador + 1'd1;
					proximo = WAIT_39US;
				end
			end
			DISPLAY_ONOFF:	begin
				enable = 1'b0;
				dados = 8'b00001110;
				estado_anterior = estado;
				proximo = WAIT_39US;
			end
			DISPLAY_CLEAR:	begin
				enable = 1'b0;
				dados = 8'b00000001;
				estado_anterior = estado;
				proximo = WAIT_39US;
			end
			WAIT_153MS: begin
				enable = 1'b1;
				dados = 8'b00000000;
				if(contador == 24'd20000000) begin
					contador_temp = 1'd0;
					proximo = ENTRY_MODE_SET;
				end else begin
					contador_temp = contador + 1'd1;
					proximo = WAIT_153MS;
				end 
			end
			ENTRY_MODE_SET:	begin
				enable = 1'b0;
				dados = 8'b00000111;
				estado_anterior = estado;
				proximo = FINISH_INITIALIZATION;
			end
			FINISH_INITIALIZATION:	begin
				proximo = FINISH_INITIALIZATION;
			end
		endcase
	end
	assign Estado = ~estado;
	assign Enable = enable;
	assign Dados = dados;
	assign RW = 1'b0;
	assign RS = 1'b0;
	assign Inicializado = estado == FINISH_INITIALIZATION ? 1'b1 : 1'b0;
endmodule
File: ./run.sh
#!/bin/bash
# OpenROAD 26Q1-2900-gdf79404cd8, Yosys 0.63+post, stock flow scripts
make -C /OpenROAD-flow-scripts/flow DESIGN_CONFIG=/design/flow/config.mk WORK_HOME=/design/flow/orfs finish
==> results.toml <==
# flow metrics
[detailed_routing]
drt_wl_total_mm = 3.71
wl_per_cell_um = 14.5
dr.pass1.iters = 4
drc = 0
insertedDiodeCount = 0
avgViaCountPerCell = 5.40
drt_iter0_drc = 90
dr_total_vias = 1382
postRouteAntennaNets = 0

[floorplanning]
core_mm2 = 0.00412
rows = 23
die_h_um = 68.2
fp-utilization_pct = 53.2
ioPinCount = 18
die_w_um = 68.2
chip_area_mm2 = 0.00465

[global_routing]
grt_max_degree = 25
grt.overflow.total = 0
antenna_found_initial = 0
grt_first_pass_wirelength_mm = 6.39
grt_usage_pct = 19.9
grt_pass1_vias = 1304

[final_timing]
final_hold_viol_count = 0
tightest_slew_ns = 0.860
setup_slack_ns = 0.322
finalSetupViolCount = 0
fin_setup_tns_ns = 0
rsz0062_at_grt = "false"
drv_slew = 0
period_used_pct = 88.5
fin_skew_ns = 0.00198
untimed_endpoints = 59
relSlewSlack_pct = 42.1
min_period_ns = 2.48
unclocked_pins = 30
fmax_mhz = 404

[clocking]
h-tree-depth = 1
cts_buffers = 3
post_cts_resized = 0
clock_latency_ns = 0.26
postCtsSetupBuffers = 0
cts_hold_buffers = 0
cts_tree = "done"
cts_root_buf = "clkbuf_8"
clk_path_buf_depth = 2
clk_pin_slew_ns = 0.09

[layout]
drive_above_1_share_pct = 12.6
fin_util_pct = 58.1
mostFrequentLayoutCells = "30 x dlxtn_1, 24 x edfxtp_1, 13 x nand2_1, 13 x xor2_1, 11 x nor2_1"
layout_top_cell = "dlxtn_1"
area_growth_pct = 9.08

[logic_synthesis]
ff_type = "dlxtn_1"
ys_seq_elements = 57
synth_area_mm2 = 0.00219
edf_count = 24
synth_cells = 190
synth-warning-count = 2
synth.distinct_cells = 40
async_reset_ff_share_pct = 5.26
syn_area_per_cell_um2 = 11.5
ys_cells = 190
ys_chip_area_mm2 = 0.00219

[critical_path]
crit_fanout = 8
critPathLaunchType = "flip-flop"
cp.arrival_ns = 1.92
path_class = "flip-flop to output port"
required_ns = 2.24
end_kind = "output port"

[placed_design]
dp_hpwl_mm = 2.65
numPortBuffers = 10
gp_congestion = 0.849
place_ws_ns = 0.641

[pwr]
switching_share_pct = 20.5
combPwrFrac_pct = 4.4
power_density_mw_per_mm2 = 297
worst_ir_drop_vdd_uv = 291
power.share.clock_pct = 30.5
p_int_uw = 564
power.share.sequential_pct = 65.1
power.leakage_uw = 0.000893
p_switching_uw = 145

[flow_run]
warning_count = 28
cap_violations = 0

[outcome]
status = "complete, no violations"

[hold_path]
hold_path.class = "input port to asynchronous set/reset pin"
-- final timing paths --
| path | depth (start not counted) | end | slack, ns | startpoint |
|---|---|---|---|---|
| worst min-delay path | 2 | estado[1] | 0.62 | Reset |
| min in group clk0 | 2 | estado[1] | 0.69 | estado[1] |
| worst max register to register | 5 | estado[2] | 0.69 | contador[4] |
| worst max-delay path | 4 | Inicializado | 0.32 | estado[2] |
| max in group asynchronous | 2 | estado[2] | 2.00 | Reset |
| worst min register to register | 2 | estado[1] | 0.69 | estado[1] |
-- metrics by stage --
stage               cells  cell area (um^2)  power [uW]  hold slack, ns
floorplan             195              2210         490           0.264
global placement      252              2340         502           0.660
detailed placement    252              2340         502           0.678
CTS                   256              2390         719           0.616
global route          256              2390         740           0.613
finish                256              2390         709           0.620
-- power by group through the flow --
| stage | logic [uW] | registers [uW] | clock network (uW) |
|---|---|---|---|
| after CTS | 31.6 | 462 | 226 |
| final | 30.9 | 462 | 216 |
| after global routing | 34.6 | 464 | 242 |
-- cells in the mapped netlist, drive strengths merged (2+ instances only) --
cell type,count,area share (%)
or4,2,0.86
nor4,8,4.3
nor3,12,3.7
nand4,8,2.6
xor2,13,5.2
xnor2,10,4.0
a21oi,3,0.69
edfxtp,24,33
nand2b,3,0.86
nand2,13,2.2
dfrtp,3,3.4
inv,5,0.86
nor2,17,3.6
and4,2,0.80
ha,4,2.3
dlxtn,30,21
buf,8,3.0
nand3,10,2.3
-- kinds of logic (layout without fill, tap and decap cells) --
| logic type | Yosys count | after routing | share of synthesized area [%] |
|---|---|---|---|
| xor+xnor | 23 | 23 | 9.19 |
| compound gates | 9 | 9 | 3.71 |
| fa+ha+maj | 4 | 4 | 2.28 |
| other cells | 1 | 6 | 0.171 |
| buf+inv | 14 | 25 | 4.00 |
| flops | 27 | 27 | 36.3 |
| simple gates | 82 | 82 | 23.8 |
| latches | 30 | 30 | 20.6 |
-- worst max-delay path, cell delays in order (launching register included) --
cell	delay (ns)
dfrtp_1	0.52
clkinv_1	0.31
nor3_1	0.21
buf_4	0.16
clkdlybuf4s50_1	0.45
-- layout make-up --
cell class	count	area, um^2
fill	328	1730
sequential	57	1250
multi-input combinational	124	876
timing repair buffer	15	138
tap	50	62.6
clock buffer	4	45.0
inverter	6	22.5
-- routing by layer --
layer / vias to the layer above / share of wire [%] / track usage, %
met3: 2 / 4.5 / 3.55
met1: 657 / 49 / 35.1
met2: 29 / 46 / 28.9
met4: 0 / 0.62 / 1.30
li1: 694 / - / -
met5: - / 0 / 0
-- state kept, by name, indices dropped and copies added (netlist names) --
name,count
contador,24
contador_temp,24
estado,3
enable,1
estado_anterior,1
dados,4
Power and IR drop assume default switching activity.
