==> flow/run.sh <==
#!/bin/bash
# OpenROAD 26Q1-2900-gdf79404cd8, Yosys 0.63+post, stock flow scripts
make -C /OpenROAD-flow-scripts/flow DESIGN_CONFIG=/design/flow/config.mk WORK_HOME=/design/flow/orfs finish
==> flow/config.mk <==
export PLATFORM = sky130hd
export DESIGN_NAME = divisor
export DESIGN_NICKNAME = divisor
export VERILOG_FILES = /design/flow/design.v
export SDC_FILE = /design/flow/constraint.sdc
export NUM_CORES = 4
export LEC_CHECK = 1
export CORE_AREA = 10 10 81 81
export DIE_AREA = 0 0 91 91
==> flow/constraint.sdc <==
current_design divisor

set clk_period 2.8
set clk_io_pct 0.2

create_clock -name clk0 -period $clk_period [get_ports {clk_50mhz}]

set non_clock_inputs [all_inputs -no_clocks]
set_input_delay [expr $clk_period * $clk_io_pct] -clock clk0 $non_clock_inputs
set_output_delay [expr $clk_period * $clk_io_pct] -clock clk0 [all_outputs]
==> flow/design.v <==
module divisor(clk_50mhz,rst_50mhz,clk_out);
input clk_50mhz, rst_50mhz;
output clk_out;
reg[17:0] count_reg = 0;
reg out_100hz = 0;
always @(posedge clk_50mhz or posedge rst_50mhz) 
begin
    if (rst_50mhz) 
		begin
        count_reg <= 0;
        out_100hz <= 0;
		end 
	else 
		begin
        if (count_reg < 70000) 
				begin
					count_reg <= count_reg + 1;
				end 
		  else 
			  begin
					count_reg <= 0;
					out_100hz <= ~out_100hz;
			  end
		end
end
assign clk_out = out_100hz;
endmodule
==> flow_summary.json <==
{
  "rsz0062_at_grt": "false",
  "ios": 3,
  "area_delta_synth_final_pct": 13.62,
  "fill_cells": 533,
  "status": "finished clean",
  "viasPerCell": 3.912,
  "routed-via-count": 622,
  "ys_area_um2": 918.4,
  "overflow": 0,
  "p_leak_nw": 0.4198,
  "max_cap_viol_count": 0,
  "synth_stat.cells": 89,
  "finalSetupTns_ns": 0,
  "setup_viol": 0,
  "worstPathArrival_ns": 1.81,
  "power.share.clock": 0.295,
  "ir_worst_vdd_v": 0.0003535,
  "hpwlAfterDp_um": 1018,
  "synth_warnings": 1,
  "avgSynthCellArea_um2": 10.32,
  "dieWidth_um": 91,
  "post_cts_buffers": 0,
  "core_um2": 4817,
  "htreeDepth": 1,
  "flop_cell": "dfrtp_1",
  "seqPwrFrac": 0.569,
  "tritoncts": "yes",
  "path_depth": 4,
  "timing.fmax_mhz": 580.5,
  "clk_path_buf_depth": 2,
  "grt_util_all_layers": 0.03761,
  "die-height_um": 91,
  "antennaDiodeCount": 0,
  "worstPathMaxFanout": 18,
  "crit_type": "flip-flop to flip-flop",
  "r2r_cells": 4,
  "drt_pass1_iterations": 4,
  "required_ns": 2.89,
  "startpoint_type": "flip-flop",
  "antenna_found_initial": 0,
  "yosysUniqueCellTypes": 27,
  "io_buffers": 2,
  "drive_above_1_share": 0.07609,
  "cp_num_buf_inv": 0,
  "worst_pin_slew_ns": 0.8311,
  "placed_cell_area_um2": 998.5,
  "p_sw_uw": 166.8,
  "worst_path_max_delay_cell": "or4_4",
  "maxSlewViolCount": 0,
  "openroad.warnings": 25,
  "fin_crit_ns": 1.723,
  "hold_buffers": 0,
  "top_area_frac": 0.5177,
  "yosysMostFrequentCell": "dfrtp_1",
  "yosys-top-cells-area": "dfrtp_1, xnor2_1, nor2_1",
  "grt_pass1_wl_um": 2691,
  "cts_sinks": 19,
  "row_count": 25,
  "max_slew_margin": 0.4459,
  "wl_per_cell_um": 9.616,
  "crit_chain": "or4_4 -> a41oi_2 -> a21oi_2 -> xor2_1",
  "min_path_cells": 1,
  "ant_nets": 0,
  "synth_seq_share": 0.5177,
  "ys_ff": 19,
  "edf_count": 0,
  "grt_pass1_vias": 598,
  "combPwrFrac": 0.136,
  "async_flop_share": 1.000,
  "critPathCaptureType": "flip-flop",
  "chipArea_um2": 8281,
  "largest_register_ff_count": 18,
  "critical_path.max_stage_delay_ns": 0.53,
  "first_iter_violations": 27,
  "crit_family": "simple AND/OR/NAND/NOR gates",
  "netlist_area_um2": 918.4,
  "skew_ns": 0.004699,
  "fp_util": 0.1906,
  "ys_top_cells_by_count": "dfrtp_1, nor2_1, xnor2_1, nand4_1, xor2_1",
  "syn_inst": 89,
  "top_area_cell": "dfrtp_1",
  "cts_resized": 0,
  "grt_max_degree": 20,
  "power.internal_uw": 462.3,
  "hp-class": "flip-flop to flip-flop",
  "drc": 0,
  "p_per_area_nw_per_um2": 602.9,
  "place.gp.congestion": 0.8357,
  "final_design_area_no_fill_um2": 1044,
  "cts_buffers": 3,
  "layout_worst_path_cycle_share": 0.6153,
  "final_util": 0.2166,
  "swShare": 0.2651,
  "insertion_delay_ns": 0.25,
  "cts-root-buf": "clkbuf_8",
  "clk_pin_slew_worst_paths_ns": 0.06,
  "totalWireLength_um": 1529,
  "hold_violations": 0
}
## worst paths after layout
path | from | endpoint | slack, ns
worst max-delay path | count_reg[15] | out_100hz | 1.08
worst min-delay path | out_100hz | out_100hz | 0.47
worst max register to register | count_reg[15] | out_100hz | 1.08
worst min register to register | out_100hz | out_100hz | 0.47
max in group asynchronous | rst_50mhz | count_reg[0] | 1.63
min in group asynchronous | rst_50mhz | count_reg[13] | 0.72
## layout make-up
class	count	area, um^2	share of cell area
well taps	67	83.83	0.08034
clock buffers	4	45.04	0.04317
repair buffers	2	20.02	0.01918
flip-flops and latches	19	475.5	0.4556
multi-input cells	65	411.6	0.3945
inverters	2	7.507	0.007194
## layer usage
metal | vias up | GRT usage | share of wire
met2 | 7 | 0.05609 | 0.42
li1 | 314 | - | -
met4 | 0 | 0.001305 | 0
met1 | 301 | 0.05322 | 0.54
met3 | 0 | 0.01494 | 0.045
met5 | - | 0 | 0
## metrics by stage
step           std cells  hold slack (ns)  setup slack (ns)  power [mW]
2_1_floorplan         89           0.4204             1.286      0.4216
3_3_place_gp         155           0.4563             1.094      0.4486
3_5_place_dp         155           0.4560             1.083      0.4493
4_1_cts              159           0.4750             1.058      0.6367
5_1_grt              159           0.4962            0.9335      0.6743
6_report             159           0.4719             1.077      0.6291
## cells by family (layout without fill, tap and decap cells)
family,after synthesis,in the layout,synth area share
AND-OR/OR-AND,9,9,0.07903
XOR/XNOR,13,13,0.1240
adder cells (fa/ha/maj),1,1,0.01362
buffers and inverters,5,8,0.03406
flip-flops,19,19,0.5177
other,1,1,0.004083
AND/OR/NAND/NOR,41,41,0.2275
## power groups by stage
stage / clock network, mW / logic (mW) / registers, mW
6_report: 0.185 / 0.0858 / 0.358
4_1_cts: 0.191 / 0.0889 / 0.356
5_1_grt: 0.205 / 0.102 / 0.368
## cells in the final DEF, fill, tap and decap left out
cell type and instances:
nor2b_1 1, and3_1 2, conb_1 1, a21oi_1 2
a2111oi_2 1, nand4_1 6, dfrtp_1 19, nor3_1 2
clkbuf_1 1, ha_1 1, inv_1 2, nor4_1 1
nand3_1 4, o21ai_0 2, a31oi_1 1, o22ai_1 1
clkbuf_8 3, xnor2_1 7, xor2_1 6, nor2_1 16
or3_1 2, and4_1 2, a21oi_2 1, or4_4 1
a41oi_2 1, nand2_1 4, clkdlybuf4s50_1 2
Power and IR drop assume default switching activity.
